--- run.sh ---
#!/bin/bash
# OpenROAD 26Q1-2900-gdf79404cd8, Yosys 0.63+post, stock flow scripts
make -C /OpenROAD-flow-scripts/flow DESIGN_CONFIG=/design/flow/config.mk WORK_HOME=/design/flow/orfs finish
--- design.v ---
module ru(
  input logic clk,  
  input logic [4:0] rs1,  
  input logic [4:0] rs2,  
  input logic [4:0] rd,  
  input logic [31:0] DataWr,  
  input logic RUWr,  
  output logic [31:0] RU_rs1,  
  output logic [31:0] RU_rs2,  
  output logic [31:0] debug_x1,
  output logic [31:0] debug_x2,
  output logic [31:0] debug_x3,
  output logic [31:0] debug_x4,
  output logic [31:0] debug_x5,
  output logic [31:0] debug_x6,
  output logic [31:0] debug_x7
  );
  (* ramstyle = "logic" *) logic [31:0] RU [0:31];  
  initial begin
    integer i;
    for(i = 0; i<32; i=i+1)begin
      RU[i] = 32'b0;  
    end
  end
  assign RU_rs1 = RU[rs1];  
  assign RU_rs2 = RU[rs2];  
  always_ff @(posedge clk) begin
    if (RUWr && (rd != 0)) begin  
      RU[rd] <= DataWr;  
    end
  end
  assign debug_x1 = RU[1];
  assign debug_x2 = RU[2];
  assign debug_x3 = RU[3];
  assign debug_x4 = RU[4];
  assign debug_x5 = RU[5];
  assign debug_x6 = RU[6];
  assign debug_x7 = RU[7];
endmodule
--- config.mk ---
export PLATFORM = sky130hd
export DESIGN_NAME = ru
export DESIGN_NICKNAME = ru
export VERILOG_FILES = /design/flow/design.v
export SDC_FILE = /design/flow/constraint.sdc
export NUM_CORES = 4
export LEC_CHECK = 1
export CORE_UTILIZATION = 40
--- constraint.sdc ---
current_design ru

set clk_period 7.5
set clk_io_pct 0.2

create_clock -name clk0 -period $clk_period [get_ports {clk}]

set non_clock_inputs [all_inputs -no_clocks]
set_input_delay [expr $clk_period * $clk_io_pct] -clock clk0 $non_clock_inputs
set_output_delay [expr $clk_period * $clk_io_pct] -clock clk0 [all_outputs]
==> impl_metrics.toml <==
# yosys + openroad results
[pwr]
sw_frac_of_total = 0.233
p_sw_mw = 3.03
ir_worst_vdd_v = 0.000173
combinationalPowerShare = 0.097
leakage_nw = 21.3
powerDensity_nw_per_um2 = 225
clkPwrFrac = 0.409
p_int_mw = 9.98
p_seq_frac = 0.493

[critical_path]
startpoint_type = "input port"
crit_path_cell_trace = "clkdlybuf4s50_1, nor2_4, buf_4, a22oi_1, a31oi_1, nand3_1, clkdlybuf4s50_1"
crit_fanout = 24
critPathRequiredTime_ps = 6000
critPathKind = "in2out"
crit_path_frequent_cell = "clkdlybuf4s50_1"
critPathLaunch = "rs2[0]"
critPathSlowestCell = "a31oi_1"
endpoint_kind = "output pin"
cp.arrival_ps = 4860
slowest_delay_ps = 820

[die]
die_height_um = 351
dieArea_um2 = 123000
row_count = 127
coreArea_um2 = 120000
dieWidth_um = 351
fp_util = 0.405
ioPinCount = 337

[final_timing]
rsz0062_at_grt = "false"
period_used_share = 0.848
drv_slew = 0
min_period_ps = 6360
tns_ps = 0
slew_headroom = 0.345
setup_viol = 0
tightest_slew_ps = 978
hold_viol_final = 0
worst_slack_ps = 1140
fmax_mhz = 157

[placed_design]
dp_hpwl_um = 98300
gp_congestion = 0.898
port_buffers = 336
place_ws_ps = 1180

[finish]
reg_top3 = "RU (1024)"
area_growth_pct = 18.6
drive_gt1_frac = 0.0890
top_register = "RU"
largest_register_ff_count = 1024
lay_top_cells = "edfxtp_1, mux2i_1, clkdlybuf4s50_1, nand3_1, nand2_1"

[min_path]
hp-start = "DataWr[9]"
min_path_type = "in2reg"
hold_end = "RU[6][9]"
min_path_cells = 2

[synth]
synth_seq_share = 0.631
synthFlopType = "edfxtp_1"
synth-edff-count = 1024
yosys_warnings = 1
synth_area_um2 = 48800
numSynthFlops = 1024
synth_cell_types = 24
top_area_frac = 0.631
synth_stat.cells = 3386
synthArstFlopShare = 0
synth.avg_cell_area_um2 = 14.4
top_area_cell = "edfxtp_1"
syn_inst = 3386
ys_chip_area_um2 = 48800
ys_top_cells_by_area = "edfxtp_1, mux2i_1, a22oi_1"

[global_routing]
grt.total_usage = 0.284
grt_pass1_wl_um = 231000
grt_max_degree = 81
grt_pass1_vias = 33117
gr-total-overflow = 0
antenna_found_initial = 9

[clock_network]
cts.repair.resized = 0
cts_buffer_depth = 3
cts_hold_buf = 0
cts_sinks = 1024
cts_tree = "done"
cts_setup_buffers = 0
cts.reportedPaths.clkPinSlew_ps = 60
ctsHtreeMaxLevel = 3
cts_root_buf = "clkbuf_16"
cts_made_buffers = 106

[detailed_routing]
drtIter0Drc = 2250
antenna_left = 0
wl_per_cell_um = 30.0
viasPerCell = 5.87
drc_errors = 0
first_pass_iters = 5
dr_total_vias = 31961
routed_wl_um = 163000

[run_status]
run_status = "complete, no violations"

[job]
warnings = 26
cap_violations = 0
==> worst max path at each step <==
stage                   endpoint  cells past startpoint
after global routing  RU_rs2[29]                      8
final                 RU_rs2[29]                      7
after CTS             RU_rs1[23]                      7
==> through the flow <==
stage          total power, mW  utilization  instances  cell area [µm²]  hold WS [ps]
2_1_floorplan             7.20            -       3417            48900          1600
3_3_place_gp              7.79        0.451       5248            54300          2310
3_5_place_dp              7.79        0.451       5248            54300          2310
4_1_cts                   13.1        0.480       5443            57800          1610
5_1_grt                   13.4        0.480       5444            57800          1650
6_report                  13.0        0.480       5446            57800          1650
==> area by class of cell <==
| class | count | area, µm² |
|---|---|---|
| Clock inverter | 67 | 647 |
| Timing Repair Buffer | 472 | 4670 |
| Antenna cell | 3 | 7.51 |
| Clock buffer | 128 | 2840 |
| Sequential cell | 1024 | 30700 |
| Tap cell | 1612 | 2020 |
| Fill cell | 10320 | 62600 |
| Multi-Input combinational cell | 2140 | 16900 |
==> cells by family (layout without fill, tap and decap cells) <==
| group | after synthesis | count (layout) | share of synthesized area |
|---|---|---|---|
| other cells | 1 | 35 | 0.0000769 |
| simple gates | 508 | 508 | 0.0471 |
| flops | 1024 | 1024 | 0.631 |
| buf+inv | 253 | 667 | 0.0315 |
| mux | 1024 | 1024 | 0.210 |
| compound gates | 576 | 576 | 0.0805 |
==> routing by layer <==
layer  vias to the layer above  wire length (µm)  global-route usage
met5                         -               305              0.0137
met4                        14              3980              0.0587
met3                       239             26200               0.191
met2                      1815             71900               0.399
met1                     15810             61000               0.382
li1                      14083                 -                   -
==> Yosys cell counts (all sizes together) (3+ instances only) <==
| master | number |
|---|---|
| mux2i | 1024 |
| clkbuf | 86 |
| edfxtp | 1024 |
| nand3 | 194 |
| a22o | 128 |
| nor2b | 4 |
| nor3 | 64 |
| a22oi | 192 |
| buf | 167 |
| nor2 | 34 |
| nand3b | 5 |
| nand2b | 4 |
| or3b | 3 |
| a21oi | 192 |
| a31oi | 64 |
| nand2 | 195 |
==> worst max-delay path, delay by kind of cell <==
family / cells / cell delay, ps
AND-OR/OR-AND: 2 / 990
buffers and inverters: 3 / 1520
AND/OR/NAND/NOR: 2 / 810
==> power groups by stage <==
stage     Clock, mW  Combinational (mW)  Sequential (mW)
4_1_cts        5.39                1.26             6.42
5_1_grt        5.62                1.35             6.43
6_report       5.33                1.27             6.42
Power is estimated from default activity; no workload was simulated.
