$ cat ./config.mk
export PLATFORM = sky130hd
export DESIGN_NAME = alu
export DESIGN_NICKNAME = alu
export VERILOG_FILES = /design/flow/design.v
export SDC_FILE = /design/flow/constraint.sdc
export NUM_CORES = 4
export LEC_CHECK = 1
export CORE_UTILIZATION = 50
$ cat ./constraint.sdc
current_design alu

set clk_period 10.8
set clk_io_pct 0.2

create_clock -name clk0 -period $clk_period

set non_clock_inputs [all_inputs -no_clocks]
set_input_delay [expr $clk_period * $clk_io_pct] -clock clk0 $non_clock_inputs
set_output_delay [expr $clk_period * $clk_io_pct] -clock clk0 [all_outputs]
$ cat ./design.v
module alu(
  input logic signed [31:0] A, 
  input logic signed [31:0] B, 
  input logic [3:0] ALUOp,  
  output logic signed [31:0] ALURes 
);
  always_comb begin
    case (ALUOp)
      4'b0000: ALURes = A + B;  
      4'b1000: ALURes = A - B;  
      4'b0001: ALURes = A << B[4:0];  
      4'b0010: ALURes = (A < B) ? 32'd1 : 32'd0;  
      4'b0011: ALURes = ($unsigned(A) < $unsigned(B)) ? 32'd1 : 32'd0;  
      4'b0100: ALURes = A ^ B;  
      4'b0101: ALURes = A >> B[4:0];  
      4'b1101: ALURes = A >>> B[4:0];  
      4'b0110: ALURes = A | B;  
      4'b0111: ALURes = A & B;  
      4'b1001: ALURes = B;  
      default: ALURes = 32'd0;  
    endcase
  end
endmodule
$ cat ./run.sh
#!/bin/bash
# OpenROAD 26Q1-2900-gdf79404cd8, Yosys 0.63+post, stock flow scripts
make -C /OpenROAD-flow-scripts/flow DESIGN_CONFIG=/design/flow/config.mk WORK_HOME=/design/flow/orfs finish
==> flow_metrics.py <==
# Metrics from the implementation run
metrics = {
    "detailed_routing": {
        "drc": 0,
        "met2RoutedLength_mm": 17.44,
        "ant_nets": 0,
        "route.top_layer_used": "met4",
        "finalWirelength_mm": 43.88,
        "initialDrtViolationCount": 1769,
        "vias_per_cell": 7.370,
        "routed-via-count": 11670,
        "wirelength_met1_mm": 16.87,
        "detail_route.wl_per_cell_um": 27.72,
        "n_antenna_cell": 0,
        "dr_wl_met3_mm": 7.129,
        "dr.pass1.iters": 7,
    },
    "power": {
        "cellLeakagePower_nw": 3.996,
        "p_seq_share_pct": 0,
        "p_int_mw": 0.2137,
        "switching_part_of_the_total_pct": 62.00,
        "power_frac_comb_pct": 100.0,
        "post-layout-total-power_mw": 0.5622,
        "power_density_nw_per_um2": 56.24,
        "power.ir.vdd_worst_v": 0.00004087,
        "netSwitchingPower_mw": 0.3486,
        "clkPwrFrac_pct": 0,
    },
    "yosys": {
        "yosys_warning_tally": 1,
        "synthDistinctLibCells": 80,
        "syn-cell-area_um2": 8981,
        "synthDominantCellAreaShare_pct": 13.51,
        "yosys.area.top_type": "sky130_fd_sc_hd__ha_1",
        "synth-area-yosys_um2": 8981,
        "synthCells": 1342,
        "yosys_cells": 1342,
        "ys_seq_share_pct": 0,
        "netlist_top_cells_area": "sky130_fd_sc_hd__ha_1, sky130_fd_sc_hd__a21oi_1, sky130_fd_sc_hd__mux4_2",
        "synth_area_per_cell_um2": 6.692,
    },
    "final_layout": {
        "final.fill_count": 1664,
        "final-seq-area_um2": 0,
        "area_growth_syn_to_layout_pct": 11.31,
        "layout_top_cell_excl_fill_tap": "sky130_fd_sc_hd__nor2_1",
        "mostFrequentLayoutCells": "sky130_fd_sc_hd__nor2_1, sky130_fd_sc_hd__a21oi_1, sky130_fd_sc_hd__ha_1",
        "ff_count": 0,
        "post_route_cells_drive_above_1_share_pct": 7.511,
        "instances_no_fill": 1583,
        "clock_buffer_instance_count_of_the_final_layout": 0,
    },
    "clock_network": {
        "cts_repair_resize_count": 0,
        "hold_buffers": 0,
        "post_cts.repair.setup_buffers": 0,
    },
    "placement": {
        "globalplace.congestion": 1.105,
        "post-dp-hpwl_mm": 33.58,
        "dp.cells": 1583,
        "io_buffers": 100,
    },
    "floorplan": {
        "dieHeight_um": 136.0,
        "pin_count": 100,
        "die_w_um": 136.0,
        "floorplan.initialDensity_pct": 51.57,
        "standard_cell_row_count": 48,
        "core_area_um2": 17420,
        "design.die.area_um2": 18500,
    },
    "timing": {
        "timing.final.crit_period_ns": 8.879,
        "max_freq_mhz": 112.6,
        "fin_crit_sh_pct": 82.21,
        "timing.max_slew.rel_slack_pct": 25.01,
        "tightestPinTransition_ns": 1.096,
        "rsz0062_at_grt": "no",
        "final_setup_fails": 0,
        "final_max_slew_viol_count": 0,
        "final.setup.tns_ns": 0,
        "timing.final.hold_violations": 0,
    },
    "worst_setup_path": {
        "critPathBufInv": 5,
        "critPathArrivalTime_ns": 6.72,
        "setup.worst_path.class": "in -> out",
        "critPathCaptureType": "output pin",
        "critical-path-max-stage-delay_ns": 0.47,
        "crit_top_cell": "sky130_fd_sc_hd__clkdlybuf4s50_1",
        "timing.critical_path.max_delay_family": "AND-OR/OR-AND gates",
        "crit_path_start_kind": "primary input",
        "required_time_of_the_critical_path_ns": 8.64,
        "critical_path_peak_fanout": 42,
        "worst_path_max_delay_cell": "sky130_fd_sc_hd__ha_1",
        "worstPathCellList": "clkdlybuf4s50_1, buf_4, clkinv_1, ha_1, inv_1, a221oi_1, nand4b_1, a21oi_1, o21ai_1, a31oi_1, xnor2_1, a211oi_1, o211ai_1, clkdlybuf4s50_1",
    },
    "run": {
        "tool_warnings": 98,
        "maxCapViolations": 0,
    },
    "global_routing": {
        "grt_pass1_vias": 10420,
        "global_route.usage.total_pct": 48.64,
        "grt_antenna_before_repair": 0,
        "pin_count_of_the_biggest_net_entering_global_routing": 63,
        "grt_first_pass_wirelength_mm": 65.33,
        "gr-total-overflow": 0,
    },
    "outcome": {
        "result_of_the_run": "completed",
    },
    "hold_path": {
        "timing.hold.worst.class": "in -> out",
    },
}
-- kinds of logic after synthesis --
family                     synth area share, %
buffers and inverters                    9.390
xor gates and xnor gates                0.5851
muxes                                    15.84
adders and majority gates                13.96
and+or+nand+nor                          20.35
AOI/OAI and AO/OA                        39.87
-- area by class of cell --
| class | instances | area (um^2) | share of cell area [%] |
|---|---|---|---|
| timing repair buffer | 126 | 1179 | 11.79 |
| tap | 225 | 281.5 | 2.816 |
| multi-input combinational | 1133 | 8165 | 81.68 |
| inverter | 99 | 371.6 | 3.717 |
-- cell usage after synthesis (all sizes together), types with 4 or more instances --
| cell type | count |
|---|---|
| o2111ai | 6 |
| or3 | 7 |
| nand3 | 20 |
| a2111oi | 8 |
| and2 | 8 |
| o21a | 4 |
| a21oi | 156 |
| nor2b | 6 |
| mux2 | 17 |
| o21bai | 16 |
| o32ai | 4 |
| a221oi | 27 |
| xnor2 | 4 |
| nor3 | 35 |
| o31ai | 14 |
| o211ai | 28 |
| inv | 96 |
| a21o | 22 |
| nor2 | 159 |
| nor4 | 22 |
| nand2 | 87 |
| a222oi | 11 |
| o221ai | 16 |
| a22oi | 8 |
| mux4 | 32 |
| o311ai | 4 |
| a211o | 11 |
| ha | 97 |
| o21ai | 97 |
| a211oi | 24 |
| nand4 | 24 |
| o31a | 4 |
| nand2b | 9 |
| nand3b | 4 |
| mux2i | 51 |
| buf | 36 |
| clkbuf | 74 |
| o22ai | 22 |
| a31oi | 11 |
| a221o | 12 |
-- worst paths after layout --
| kind | depth (start not counted) | start | to |
|---|---|---|---|
| min | 4 | B[15] | ALURes[15] |
| max | 14 | B[4] | ALURes[23] |
-- power by group through the flow --
stage                 registers [mW]  clock network (mW)  logic [mW]
after CTS                          0                   0       0.539
after global routing               0                   0       0.594
final                              0                   0       0.562
-- worst min-delay path: stages --
cell                              delay (ns)
sky130_fd_sc_hd__clkdlybuf4s50_1        0.50
sky130_fd_sc_hd__a221oi_1               0.09
sky130_fd_sc_hd__nand4_1                0.08
sky130_fd_sc_hd__clkdlybuf4s50_1        0.45
-- per-stage QoR --
step / worst slack, ns / util [%] / hold slack [ns] / cell area (um^2)
final: 1.921 / 57.40 / 5.443 / 9997
after global routing: 1.854 / 57.40 / 5.476 / 9997
after CTS: 2.149 / 57.40 / 5.443 / 9997
after detailed placement: 2.158 / 57.40 / 5.429 / 9997
after global placement: 2.261 / 57.40 / 5.419 / 9997
after floorplan: 3.259 / - / 4.417 / 8981
-- layer usage --
metal	up-vias	track usage, %
met1	5383	67.89
met2	954	66.55
li1	5161	-
met5	-	0
met4	0	20.12
met3	168	19.11
Power and IR drop assume default switching activity.
