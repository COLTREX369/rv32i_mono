<file path="/design/flow/config.mk">
export PLATFORM = sky130hd
export DESIGN_NAME = im
export DESIGN_NICKNAME = im
export VERILOG_FILES = /design/flow/design.v
export SDC_FILE = /design/flow/constraint.sdc
export NUM_CORES = 4
export LEC_CHECK = 1
export CORE_AREA = 10 10 86 86
export DIE_AREA = 0 0 96 96
export SYNTH_MEMORY_MAX_BITS = 65536
</file>
<file path="/design/flow/constraint.sdc">
current_design im

set clk_period 3.8
set clk_io_pct 0.2

create_clock -name clk0 -period $clk_period

set non_clock_inputs [all_inputs -no_clocks]
set_input_delay [expr $clk_period * $clk_io_pct] -clock clk0 $non_clock_inputs
set_output_delay [expr $clk_period * $clk_io_pct] -clock clk0 [all_outputs]
</file>
<file path="/design/flow/design.v">
module im (
    input  logic [31:0] addr,       
    output logic [31:0] inst        
);
    (* ramstyle = "M10K" *) logic [31:0] mem [0:255];
    initial begin
        integer i;
        for (i = 0; i < 256; i = i + 1) begin
            mem[i] = 32'h00000013;  
        end
        mem[0]  = 32'h00100093;  
        mem[1]  = 32'h00600113;  
        mem[2]  = 32'h00000193;  
        mem[3]  = 32'h00000213;  
        mem[4]  = 32'h001181B3;  
        mem[5]  = 32'h00108093;  
        mem[6]  = 32'hFE20CCE3;  
        mem[7]  = 32'h00322023;  
        mem[8]  = 32'h00A00293;  
        mem[9]  = 32'h01400313;  
        mem[10] = 32'h006283B3;  
        mem[11] = 32'h40628333;  
        mem[12] = 32'h0FF00293;  
        mem[13] = 32'h0F000313;  
        mem[14] = 32'h0062F3B3;  
        mem[15] = 32'h0062E3B3;  
        mem[16] = 32'h0062C3B3;  
        mem[17] = 32'h00800293;  
        mem[18] = 32'h00229293;  
        mem[19] = 32'h0022D293;  
        mem[20] = 32'hFF000313;  
        mem[21] = 32'h40235313;  
        mem[22] = 32'h00800213;  
        mem[23] = 32'h02A00293;  
        mem[24] = 32'h00522023;  
        mem[25] = 32'h00C00213;  
        mem[26] = 32'h05500293;  
        mem[27] = 32'h00522023;  
        mem[28] = 32'h00800213;  
        mem[29] = 32'h00022303;  
        mem[30] = 32'h00C00213;  
        mem[31] = 32'h00022383;  
        mem[32] = 32'h00600293;  
        mem[33] = 32'h00600313;  
        mem[34] = 32'h00628463;  
        mem[35] = 32'h00100293;  
        mem[36] = 32'h00A00393;  
        mem[37] = 32'h008000EF;  
        mem[38] = 32'hDEADBEEF;  
        mem[39] = 32'h01400293;  
        mem[40] = 32'h00000013;  
        mem[41] = 32'h00000013;  
        mem[42] = 32'h00000013;  
    end
    assign inst = mem[addr[31:2]];
endmodule
</file>
<file path="/design/flow/run.sh">
#!/bin/bash
# OpenROAD 26Q1-2900-gdf79404cd8, Yosys 0.63+post, stock flow scripts
make -C /OpenROAD-flow-scripts/flow DESIGN_CONFIG=/design/flow/config.mk WORK_HOME=/design/flow/orfs finish
</file>
==> commit_impl_results.txt <==
Add synthesis and place-and-route results

- The floorplan report gives the top-level pin count as roughly 64.
- The initial utilization of the core area, before any placement, comes to a little over a fifth.
* Cycle use final: 97.4%
* Clock buffer cells: 0
- The layout summary lists the proportion of cells stronger than drive strength 1 as around 15%.
- Across all stage logs, warnings added up to 63.
- Register area: 0 sq um
- Number of cell instances after yosys synthesis: approximately 180
- Path type of the worst setup path: in2out
* Max-cap violations: 0
- Max stage delay on crit path: about 0.5 ns
* Average footprint of a synthesized cell: about 6.4 sq um
* Total die size: ~9000 sq um
- Met3 GRT Util: approximately 1.7%
- In this run the static leakage power is a little over 0.6 nW.
* XOR/XNOR Area Share: 0%
* Aggregate negative setup slack: 0 ns
* Sequential cell area fraction in the yosys report: 0%
- Setup repair after global routing left no endpoint under its margin.
- The run finished with clean final reports.
- The worst hold path was traced through 3 stages.
- For reference, the final report shows the max-slew violation count at 0.
- DRT Wirelength: ~4300 microns
- The final weighted congestion recorded by global placement is 0.931.
- The placement stage leaves a total instance area of 1660 sq um.
* Most frequent cells after synthesis: a21oi_1 (20), nor2_1 (18), nand2_1 (15)
- Via count of the first global-routing pass: 1,383
- a21oi_1 is the most common cell in the netlist.
- For this block, the via count after detailed routing is 1,453.
- GRT overflow: 0
* Nature of the critical path startpoint: primary input
- Count of TritonRoute iterations in the first routing pass: 4
- Buffers and inverters on the worst path: 3
* Most heavily used metal layer in global routing: met2
* Final Setup Violations: 0
- Entering global routing, the biggest net connects 25 pins.
- Half-perimeter wire length after detailed placement: between 3000 and 4000 microns
- Cell family with the largest share of critical-path delay: buffers and inverters
- CP Capture Type: output pin
* Post-synth area hogs: a21oi_1 (8.6%), ha_1 (8.6%), nor2_1 (5.8%), nand2_1 (4.8%), buf_4 (4.5%)
- The final timing report derives a shortest allowable period of around 3.7 ns.
* Highest ir drop seen on vdd: between 0.04 and 0.05 mV
* Post-Synth Simple-Gate Area: roughly 30%
- The report lists the cells along the critical path as clkdlybuf4s50_1 > inv_1 > ha_1 > and2b_1 > nor2_1 > a311o_1 > a21oi_1 > clkdlybuf4s50_1.
- Data arrival time of the worst path: 2.94 ns
- Once detail routing completed, the nets flagged for antenna violations numbered 0.
* ANT cells: 0
- Based on the critical path, the design can be clocked at up to ~270 MHz.
* Layout filler cell count: between 600 and 700
* Number of hold violations in the final report: 0
* Core area: ~5500 sq um
* Hold/Removal Path Class: in2out
- Die extent in y: approximately 96 microns
- The synthesis report lists the Yosys warning total as 1.
- Count of buffers inserted at the top-level ports: 38
- Global routing used 14.1% of the available met2 tracks.
* Post-synth mux share: approximately 7.3%
- Flop count: 0
- Of the combinational cells, the family taking the most area is AND-OR/OR-AND gates.
* Met1 demand-to-capacity share in global routing: 13.1%
* Count of unresolved DRC violations after routing: 0
* Cell count after synthesis: 181
- The post-CTS hold buffer count recorded in the log is 0.
- Cell repeated most along the worst path: clkdlybuf4s50_1
- In this run the biggest area consumer among cell types represents 8.60% of the synthesized area.
* Final non-filler cell area: around 1700 sq um
* DR iter-0 viols: about 190
- In this run the worst path has a maximum fanout of 4.
* Count of cell types in the netlist: 52
- After clock tree synthesis, the setup repair step added 0 buffers.
* Number of cell rows: 27
- Area delta synth->final: 42.9%
* Cell type contributing the most total cell area after synthesis: a21oi_1
- Post-synthesis cell area: around 1200 sq um
* Required time at the endpoint of the critical path: 3.04 ns
- The timing report shows that the slowest cell on the worst path is clkdlybuf4s50_1.
- The die is about 96 microns wide.
- The first global-routing pass estimated between 6000 and 7000 microns of wire.
- The global routing report lists combined usage of all routing layers as 8.98%.
- Dividing the detail-routed via count by the number of cells gives 4.98.
* Compound-cell area share of the yosys netlist: around 40%
* Instance count on the critical path: 8
- Routed len/inst: around 15 microns
* Summed standard-cell area reported by yosys: around 1200 sq um
- Areal power density over the cells: ~89 nW/um^2
- Summing the areas of all fa, ha and maj instances in the mapped netlist gives about 8.6% of the synthesized area.
* Number of antenna violations at the first check in global routing: 0
[per-layer routing]
metal / routed length, microns / up-vias
met5: 0 / -
met4: 16 / 0
met3: 484 / 2
met2: 1890 / 63
met1: 1910 / 650
li1: - / 738
[power by group]
group	internal [W]	total, W	switching [W]
logic	0.0000702	0.000149	0.0000786
registers	0	0	0
clock network	0	0	0
[metrics by stage]
step / cells / worst slack, ns / hold WS [ns] / utilization (%) / total power (W)
after global routing: 292 / 0.00244 / 2.61 / 30.0 / 0.000164
final: 292 / 0.101 / 2.58 / 30.0 / 0.000149
after detailed placement: 292 / 0.124 / 2.58 / 30.0 / 0.000147
after global placement: 292 / 0.128 / 2.56 / 30.0 / 0.000147
after floorplan: 182 / 0.994 / 1.53 / - / 0.0000872
after CTS: 292 / 0.113 / 2.58 / 30.0 / 0.000148
[cell families (layout without fill, tap and decap cells)]
| family | Yosys count | after routing |
|---|---|---|
| buf+inv | 28 | 66 |
| fa+ha+maj | 8 | 8 |
| compound gates | 69 | 69 |
| other cells | 1 | 2 |
| mux | 7 | 7 |
| simple gates | 68 | 68 |
[path summary, 6_finish.rpt]
path / to / start
hold / removal: inst[15] / addr[9]
setup / recovery: inst[14] / addr[2]
[tightest hold or removal path, delay by kind of cell]
| kind | cells | cell delay, ns |
|---|---|---|
| buffers and inverters | 2 | 0.99 |
| AND-OR/OR-AND | 1 | 0.06 |
[final cells by class]
class                           count  area [sq um]  area share, %
Inverter                            7          26.3           1.58
Multi-Input combinational cell    154          1010           60.6
Tap cell                           72          90.1           5.42
Timing Repair Buffer               59           538           32.4
[layout by cell type (no fill, tap or decap), types with 5 or more instances in the layout]
cell type | synthesis | layout
buf_4 | 7 | 21
clkdlybuf4s50_1 | 0 | 38
nand2_1 | 15 | 15
nor2_1 | 18 | 18
a21oi_1 | 20 | 20
o21ai_1 | 8 | 8
ha_1 | 8 | 7
nor2b_1 | 7 | 7
o21ai_0 | 9 | 9
nand2b_1 | 5 | 5
[what timing repair did]
action,4_1_cts,5_1_grt
endpoints found under the hold margin,0,0
setup endpoints to repair,0,1
gates resized,0,1
Power and IR drop assume default switching activity.
